==> /design/flow/design.v <==
`timescale 1ns / 1ps
module clock_more (
    input clk, 
    input rst, 
    output reg clk_out 
);
    reg [25:0] counter;  
    always @(posedge clk or posedge rst) begin
        if (rst) begin
            counter <= 0;
            clk_out <= 0;
        end else begin
            if (counter == 50000000) begin 
                clk_out <= ~clk_out;  
                counter <= 0;  
            end else begin
                counter <= counter + 1;  
            end
        end
    end
endmodule
==> /design/flow/run.sh <==
#!/bin/bash
# OpenROAD 26Q1-2900-gdf79404cd8, Yosys 0.63+post, stock flow scripts
make -C /OpenROAD-flow-scripts/flow DESIGN_CONFIG=/design/flow/config.mk WORK_HOME=/design/flow/orfs finish
==> /design/flow/config.mk <==
export PLATFORM = sky130hd
export DESIGN_NAME = clock_more
export DESIGN_NICKNAME = clock_more
export VERILOG_FILES = /design/flow/design.v
export SDC_FILE = /design/flow/constraint.sdc
export NUM_CORES = 4
export LEC_CHECK = 1
export CORE_AREA = 10 10 96 96
export DIE_AREA = 0 0 106 106
==> /design/flow/constraint.sdc <==
current_design clock_more

set clk_period 3.3
set clk_io_pct 0.2

create_clock -name clk0 -period $clk_period [get_ports {clk}]

set non_clock_inputs [all_inputs -no_clocks]
set_input_delay [expr $clk_period * $clk_io_pct] -clock clk0 $non_clock_inputs
set_output_delay [expr $clk_period * $clk_io_pct] -clock clk0 [all_outputs]
==> out/results.txt <==
status = finished clean
Main area contributors = dfrtp_1, xnor2_1, o31ai_1
min Tclk post-route = 2120 ps
Cell Type Count = 32
Final Util = 0.215
Registers, synthesis = 27
# port buffers = 2
number of setup buffers added after CTS = 0
Relative slew margins = 0.317
CTS hold repair buffers = 0
first-pass GRT wire length = 4520 um
Core ar. = 7210 sq um
total wire length = 2560 um
grt ovf = 0
CTS tree = done
CTS buffer count = 3
ys async rst share = 1.00
total track usage = 0.0467
hold_ws = 475 ps
setup_tns = 0 ps
gpl congestion = 0.822
Die Width = 106 um
Synth mux share = 0.0146
Hold Crit Class = register to register
root buf cell = clkbuf_8
Yosys top cell by area = dfrtp_1
detailed-placement wirelength estimate = 1810 um
worst-margin pin slew = 1020 ps
# clock sinks = 27
Fmax = 471 MHz
Synth Instances = 129
pin count of the biggest net entering global routing = 28
Clock H-tree levels = 1
endpoints failing setup = 0
switching pwr = 107 uW
PD cells = 338 nW/um^2
crit-path max cell delay = 790 ps
Ys Warns = 1
# resized after CTS = 0
vias in the first global route = 929
CP Capture Type = register
Seq/Total Area, Yosys = 0.492
area delta synth->final = 13.2%
XORs/XNORs by Area = 0.0957
Worst EP arrival = 2240 ps
DRC Markers = 0
layout cell share with drive strength beyond 1 = 0.0827
Setup CP Type = register to register
Worst EP required = 3420 ps
CTS clk-pin slew, worst paths = 90 ps
Switching Share = 0.205
Initial Utilization = 0.190
slowest CP cell = nor3_2
Detail Route Antenna Nets = 0
Rows = 31
Worst Slack Setup Final = 1180 ps
Mapped Area = 1370 sq um
period utilization = 0.643
total die size = 11,200 sq um
max-cap viol count = 0
Comb power frac = 0.016
Yosys chip area = 1370 sq um
maximum vdd drop = 401 uV
Max Buffers Root-to-Sink = 2
Synth logic family = simple AND/OR/NAND/NOR gates
WL/cell = 11.0 um
RSZ-0062 raised after global routing = false
Post-synth EDFFs = 0
P_int = 418 uW
vias = 990
Area leader share = 0.492
Final Hold Fails = 0
Simple-Gate Fraction of Synth Area = 0.277
main flop type = dfrtp_1
pre-CTS WS = 1200 ps
Late-Pin Clk Latency = 270 ps
cells along the critical path = inv_1, ha_1, nor4bb_1, nand3b_1, nor3_2, xor2_1
DR pass1 iterations = 4
I/O pins = 3
CP Max Fanout = 14
Post-Synth Adder-Cell Area = 0.0182
Ant. Diodes = 0
crit start category = register
Leak Pwr = 0.000618 uW
Post-Route Skew = 6.32 ps
fillers = 808
number of vias per cell = 4.27
Clock power frac = 0.356
Yosys Instances = 129
post-synthesis compound-gate area fraction = 0.0802
initial antenna violation count = 0
syn avg cell area = 10.6 sq um
Max Slew Vio Count = 0
iteration-0 DRC count of the detailed router = 43
total tool warning count = 26
Die Y = 106 um
sequential share of power = 0.629
## sequential cells by signal (all words and copies together), names as in the netlist
name and flops:
clk_out 1, counter 26
## synthesized netlist by cell type, types with 3 or more instances
master and n:
nor2_1 5, nand4_1 6, nand2_1 8, inv_1 3, xor2_1 6, o31ai_1 8
or4_1 7, nand3_1 9, a21oi_1 8, dfrtp_1 27, xnor2_1 9, and3_1 4
nor4_1 4
## layout by cell type, fill, tap and decap left out
cell	Yosys	routed
a21oi_1	8	8
and2_1	1	1
and3_1	4	4
and4_1	2	2
and4_2	1	1
buf_4	0	1
clkbuf_8	0	3
clkdlybuf4s50_1	0	2
clkinvlp_4	0	1
dfrtp_1	27	27
ha_1	2	2
inv_1	3	3
mux2i_1	2	2
nand2_1	8	8
nand2_2	1	1
nand3_1	9	9
nand3_2	1	1
nand3b_1	1	1
nand4_1	6	6
nand4_2	1	1
nand4_4	1	1
nor2_1	5	5
nor2b_1	1	1
nor3_1	1	1
nor3_2	1	1
nor4_1	4	4
nor4b_1	2	2
nor4bb_1	1	1
o21ai_0	2	2
o31ai_1	8	8
or3_1	1	1
or4_1	7	7
xnor2_1	9	9
xor2_1	6	6
## per-layer routing
metal / wire [um] / part of all wire / GRT usage
met1: 1290 / 0.51 / 0.0667
met2: 1130 / 0.44 / 0.0716
met3: 106 / 0.041 / 0.0128
met4: 28 / 0.011 / 0.00484
met5: 0 / 0 / 0
## power by group through the flow
stage / clock network [uW] / registers, uW / logic, uW
final: 187 / 331 / 8.15
after global routing: 210 / 331 / 9.80
after CTS: 196 / 331 / 8.90
## area by class of cell
| class | count | area [sq um] | share of cell area |
|---|---|---|---|
| tap | 99 | 124 | 0.0797 |
| timing repair buffer | 3 | 27.5 | 0.0177 |
| inverter | 3 | 11.3 | 0.00725 |
| sequential | 27 | 676 | 0.435 |
| multi-input combinational | 96 | 667 | 0.429 |
| clock buffer | 3 | 41.3 | 0.0266 |
| clock inverter | 1 | 7.51 | 0.00483 |
## cells by family after synthesis
logic type / count (synthesis)
muxes: 2
buffers and inverters: 6
adders and majority gates: 2
and+or+nand+nor: 59
DFF: 27
AOI/OAI and AO/OA: 18
xor gates and xnor gates: 15
## path summary, 6_finish.rpt
check / start / endpoint / slack (ps) / depth (start not counted)
max: counter[0] / clk_out / 1180 / 6
min: clk_out / clk_out / 480 / 1
max reg2reg: counter[0] / clk_out / 1180 / 6
min reg2reg: clk_out / clk_out / 480 / 1
max in group asynchronous: rst / counter[21] / 2310 / 3
min in group asynchronous: rst / counter[8] / 740 / 3
## worst max-delay path: cells and delay by family, from the launching register on
family                     cells  cell delay (ps)
and+or+nand+nor                3             1230
DFF                            1              410
xor gates and xnor gates       1              130
adders and majority gates      1              120
buffers and inverters          1               60
## per-stage QoR
stage               cells  power, uW  area [sq um]
floorplan             129        342          1370
global placement      228        346          1510
detailed placement    228        346          1510
CTS                   232        535          1550
global route          232        550          1550
finish                232        526          1550
Power is estimated from default activity; no workload was simulated.
