[constraint.sdc]
current_design moduleName

set clk_period 4.2
set clk_io_pct 0.2

create_clock -name clk0 -period $clk_period [get_ports {clk}]

set non_clock_inputs [all_inputs -no_clocks]
set_input_delay [expr $clk_period * $clk_io_pct] -clock clk0 $non_clock_inputs
set_output_delay [expr $clk_period * $clk_io_pct] -clock clk0 [all_outputs]
[design.v]
`timescale 1ns / 1ps
module moduleName (
    input clk, 
    input rst, 
    output reg clk_out 
);
    reg [25:0] counter;  
    always @(posedge clk or posedge rst) begin
        if (rst) begin
            counter <= 0;
            clk_out <= 0;
        end else begin
            if (counter == 25000000) begin 
                clk_out <= ~clk_out;  
                counter <= 0;  
            end else begin
                counter <= counter + 1;  
            end
        end
    end
endmodule
[config.mk]
export PLATFORM = sky130hd
export DESIGN_NAME = moduleName
export DESIGN_NICKNAME = moduleName
export VERILOG_FILES = /design/flow/design.v
export SDC_FILE = /design/flow/constraint.sdc
export NUM_CORES = 4
export LEC_CHECK = 1
export CORE_UTILIZATION = 30
[run.sh]
#!/bin/bash
# OpenROAD 26Q1-2900-gdf79404cd8, Yosys 0.63+post, stock flow scripts
make -C /OpenROAD-flow-scripts/flow DESIGN_CONFIG=/design/flow/config.mk WORK_HOME=/design/flow/orfs finish
==> flow_metrics.env <==
# source this file to load flow results
export IMPL_worst_path_most_repeated_cell="or4_1"
export IMPL_outcome="complete, no violations"
export IMPL_slowest_delay_ps=650
export IMPL_synth_area_mm2=0.00132
export IMPL_ys_seq_share_pct=51.2
export IMPL_cts_hold_buf=0
export IMPL_drv_cap=0
export IMPL_peakVddDrop_mv=0.132
export IMPL_reg2reg_to="counter[20]"
export IMPL_grt_overflow_total=0
export IMPL_core_area_mm2=0.00412
export IMPL_post_cts_setup_buffer_count=0
export IMPL_cp_required_ps=4400
export IMPL_die_w_um=68.3
export IMPL_period_minus_slack_ps=2170
export IMPL_flop_cell="dfrtp_1"
export IMPL_rsz0062_at_grt="no"
export IMPL_fmax_ghz=0.461
export IMPL_cts_resized=0
export IMPL_finalWorstSetupSlack_ps=2030
export IMPL_wl_mm=2.30
export IMPL_gp_congestion=0.828
export IMPL_via_per_inst=5.14
export IMPL_clockBufferDepth=2
export IMPL_insertion_delay_ps=260
export IMPL_top_cells_by_count="27 x dfrtp_1, 13 x xnor2_1, 12 x nand3_1"
export IMPL_p_per_area_mw_per_mm2=280
export IMPL_fp_util_pct=32.1
export IMPL_most_common_cell="dfrtp_1"
export IMPL_wire_per_inst_um=12.4
export IMPL_chip_area_mm2=0.00467
export IMPL_grt_pass1_wl_mm=4.31
export IMPL_drive_above_1_share_pct=5.93
export IMPL_clkTransAtPathRegs_ps=80
export IMPL_hold_slack_ps=472
export IMPL_worstRegToRegCells=5
export IMPL_hold_start="clk_out"
export IMPL_slew_violations=0
export IMPL_yosys_warnings=1
export IMPL_whs_endpoint="clk_out"
export IMPL_slew_headroom_pct=52.7
export IMPL_endpoint_kind="register"
export IMPL_portBuffers=2
export IMPL_hpwl_mm=1.62
export IMPL_antenna_found_initial=0
export IMPL_ios=3
export IMPL_dr_pass1_iters=4
export IMPL_crit_arrival_ps=2360
export IMPL_critPathKind="reg -> reg"
export IMPL_cts_root_buf="clkbuf_8"
export IMPL_setup_viol=0
export IMPL_n_antenna_cell=0
export IMPL_yosysTopAreaCell="dfrtp_1"
export IMPL_track_usage_pct=12.3
export IMPL_ys_cells=129
export IMPL_cts_tree="built"
export IMPL_cts_buffers=3
export IMPL_placedCellCount=181
export IMPL_path_buffers=0
export IMPL_edf_count=0
export IMPL_power_leakage_nw=0.620
export IMPL_rr_startpoint="counter[0]"
export IMPL_worst_pin_slew_ps=703
export IMPL_first_global_vias=972
export IMPL_skew_ps=1.96
export IMPL_dp_slack_ps=2080
export IMPL_hold_violations=0
export IMPL_num_rows=23
export IMPL_reg2reg_slack_ps=2030
export IMPL_die_height_um=68.3
export IMPL_path_cells="ha_1 > nand3_1 > or4_1 > or4_1 > a21oi_1"
export IMPL_finalClockPeriodUsage_pct=51.6
export IMPL_setup_tns_ps=0
export IMPL_cp_top_family="simple AND/OR/NAND/NOR gates"
export IMPL_ys_ff=27
export IMPL_netlist_top_cells_area="dfrtp_1 51%, xnor2_1 8.6%, nand3_1 4.5%"
export IMPL_h_tree_depth=1
export IMPL_cp_start_kind="register"
export IMPL_vias=951
export IMPL_ys_area_mm2=0.00132
export IMPL_ys_types=27
export IMPL_synthCells=129
export IMPL_cts_sinks=27
export IMPL_avgSynthCellArea_um2=10.2
export IMPL_layout_cells_non_filler=185
export IMPL_route_detailed_drc=0
export IMPL_ant_nets=0
export IMPL_syn_to_final_growth_pct=10.3
export IMPL_holdPathStages=1
export IMPL_yosys_area_top_type_share_pct=51.2
export IMPL_critical_path_slowest_cell="or4_1"
export IMPL_crit_fanout=9
export IMPL_min_path_type="reg -> reg"
export IMPL_async_reset_ff_share_pct=100
export IMPL_drt_iter0_markers=38
export IMPL_warnings=26
export IMPL_grt_max_degree=28
-- layout make-up --
cell class              count  area (um^2)
fillers                   416         2660
flip-flops and latches     27          676
multi-input cells          92          604
well taps                  50         62.6
clock buffers               4         45.0
repair buffers              5         42.5
inverters                   7         26.3
-- worst max path at each step --
stage / from / cells after the start / endpoint / slack [ps]
5_1_grt: counter[0] / 5 / counter[22] / 1860
6_report: counter[0] / 5 / counter[20] / 2030
4_1_cts: counter[0] / 5 / counter[20] / 2050
-- per-layer routing --
layer | global-route usage, % | vias up | routed length (um)
met5 | 0 | - | 0
met4 | 2.08 | 0 | 24
met3 | 1.35 | 2 | 69
met2 | 19.0 | 16 | 1060
met1 | 19.3 | 458 | 1150
li1 | - | 475 | -
-- through the flow --
step / power [mW] / utilization, % / cell area (um^2)
5_1_grt: 0.427 / 35.4 / 1460
3_3_place_gp: 0.272 / 34.3 / 1410
2_1_floorplan: 0.269 / - / 1320
6_report: 0.407 / 35.4 / 1460
4_1_cts: 0.416 / 35.4 / 1460
3_5_place_dp: 0.272 / 34.3 / 1410
-- state kept, by name, indices dropped and copies added (netlist names) --
register and flops:
counter 26, clk_out 1
-- cells by family (layout without fill, tap and decap cells) --
| family | after synthesis | in the layout | share of synthesized area, % |
|---|---|---|---|
| multiplexers | 1 | 1 | 0.758 |
| adder cells (fa/ha/maj) | 2 | 2 | 1.90 |
| buffers and inverters | 10 | 16 | 3.03 |
| flip-flops | 27 | 27 | 51.2 |
| AND-OR/OR-AND | 13 | 13 | 5.78 |
| AND/OR/NAND/NOR | 58 | 58 | 25.4 |
| XOR/XNOR | 18 | 18 | 11.9 |
-- cell usage in the layout, fill, tap and decap left out, drive strengths merged, types with 4 or more instances in the layout --
cell	netlist	routed
xnor2	13	13
dfrtp	27	27
nor2	10	10
and3	5	5
a21oi	6	6
nand3	12	12
nor4	6	6
nand4	8	8
xor2	5	5
clkbuf	1	4
inv	7	7
-- report_power, final --
group	switching [mW]	internal, mW	leakage, nW	total [mW]
clock network	0.0734	0.0677	0.0228	0.141
logic	0.00493	0.00149	0.230	0.00642
registers	0	0.260	0.368	0.260
total	0.0784	0.329	0.620	0.407
No activity file was given, so power comes from the tool's default toggle rates.
