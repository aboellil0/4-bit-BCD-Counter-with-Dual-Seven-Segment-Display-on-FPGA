File: design/flow/config.mk
export PLATFORM = sky130hd
export DESIGN_NAME = delay_500ms_on_start
export DESIGN_NICKNAME = delay_500ms_on_start
export VERILOG_FILES = /design/flow/design.v
export SDC_FILE = /design/flow/constraint.sdc
export NUM_CORES = 4
export LEC_CHECK = 1
export CORE_AREA = 10 10 112 112
export DIE_AREA = 0 0 122 122
File: design/flow/constraint.sdc
current_design delay_500ms_on_start

set clk_period 3.9
set clk_io_pct 0.2

create_clock -name clk0 -period $clk_period [get_ports {clk}]

set non_clock_inputs [all_inputs -no_clocks]
set_input_delay [expr $clk_period * $clk_io_pct] -clock clk0 $non_clock_inputs
set_output_delay [expr $clk_period * $clk_io_pct] -clock clk0 [all_outputs]
File: design/flow/design.v
module delay_500ms_on_start (
    input wire clk,     
    input wire rst,     
    output reg done     
);
    reg [24:0] count;
    reg started;
    always @(posedge clk) begin
        if (rst) begin
            count <= 0;
            done <= 0;
            started <= 0;
        end else begin
            if (!started) begin
                started <= 1;  
                count <= 0;
                done <= 0;
            end else if (!done) begin
                if (count < 25_000_000 - 1) begin
                    count <= count + 1;
                end else begin
                    done <= 1;  
                end
            end
        end
    end
endmodule
File: design/flow/run.sh
#!/bin/bash
# OpenROAD 26Q1-2900-gdf79404cd8, Yosys 0.63+post, stock flow scripts
make -C /OpenROAD-flow-scripts/flow DESIGN_CONFIG=/design/flow/config.mk WORK_HOME=/design/flow/orfs finish
==> results.py <==
# Physical implementation metrics
metrics = {
    "cts": {
        "cts_num_sinks": 27,
        "cts_made_buffers": 3,
        "cts_root_buf": "clkbuf_8",
        "post_cts_buffers": 0,
        "h-tree-depth": 1,
        "clkSlewWorstSetupHoldPaths_ns": 0.09,
        "cts_resized": 0,
        "cts_max_path_buffers": 2,
        "cts_hold_buf": 0,
        "cts_tree": "done",
        "clkLatencyLatePin_ns": 0.27,
    },
    "grt": {
        "track_usage_pct": 3.74,
        "antenna_found_initial": 0,
        "grt_pass1_vias": 1045,
        "grt_pass1_wl_um": 4840,
        "grt_remaining_overflow": 0,
        "grt_max_degree": 23,
    },
    "power": {
        "cellPowerDensity_mw_per_mm2": 279,
        "cellLeakagePower_nw": 0.471,
        "ir_drop_uv": 200,
        "power_mw": 0.447,
    },
    "drt": {
        "drtIter0Drc": 81,
        "postRouteAntennaNets": 0,
        "wl_um": 2880,
        "diodes": 0,
        "viasPerCell": 3.98,
        "drc": 0,
        "vias": 1219,
        "firstDrtPassIters": 4,
        "wl_per_cell_um": 9.42,
    },
    "die": {
        "die_area_mm2": 0.0149,
        "core_mm2": 0.0102,
        "fp_util_pct": 13.5,
        "die_h_um": 122,
        "num_rows": 37,
        "die-width_um": 122,
        "io_pins": 3,
    },
    "synthesis": {
        "synth.distinct_cells": 38,
        "ys_warn_count": 1,
        "ys_cells": 167,
        "synth_cells": 167,
        "synth_area_mm2": 0.00138,
        "edf_count": 0,
        "avgSynthCellArea_um2": 8.26,
        "ys_async_sr_fraction_pct": 0,
        "ff_type": "dfxtp_1",
        "synth-seq-cells": 27,
        "ys_seq_share_pct": 39.2,
        "ys_area_mm2": 0.00138,
    },
    "sta": {
        "hold_ws_ns": 0.503,
        "setup_ws_ns": 1.71,
        "finalMaxSlewViolations": 0,
        "max_freq_mhz": 456,
        "fin_worst_skew_ns": 0.00605,
        "finalCritPeriodShare_pct": 56.3,
        "tns_ns": 0,
        "final-setup-viol-count": 0,
        "hold_viol_final": 0,
        "fin_crit_ns": 2.19,
        "slew-limit-headroom_pct": 62.5,
        "worst_slew_pin_slew_ns": 0.563,
        "rsz0062_at_grt": "false",
    },
    "critical_path": {
        "cp-start-kind": "flip-flop",
        "cp_top_family": "simple AND/OR/NAND/NOR gates",
        "crit_chain": "nor4_1, o211ai_1, a21o_1, or4_1, a21oi_1",
        "end_kind": "flip-flop",
        "critPathMaxStageDelay_ns": 0.56,
        "worstPathRequired_ns": 4.10,
        "cp.arrival_ns": 2.39,
        "crit_fanout": 22,
        "critPathKind": "flip-flop to flip-flop",
        "crit_path_top_delay_cell": "or4_1",
        "crit_buf_inv": 0,
    },
    "cells_and_area": {
        "lay_top_cells": "dfxtp_1, nor2_1, a21oi_1",
        "area_growth_pct": 16.3,
        "drive_gt1_share_pct": 7.06,
        "final_common_cell": "dfxtp_1",
    },
    "outcome": {
        "status": "complete, no violations",
    },
    "placement": {
        "portBuffers": 2,
        "gp_congestion": 0.785,
        "dp_slack_ns": 1.58,
        "place_hpwl_um": 2030,
    },
    "flow_run": {
        "warnings": 25,
        "maxCapViolations": 0,
    },
    "hold_path": {
        "hp-class": "flip-flop to flip-flop",
    },
}
-- worst min-delay path, delay by kind of cell (launching register included) --
kind               cells  cell delay, ns
AOI/OAI and AO/OA      2            0.13
DFF                    1            0.33
-- cells in the mapped netlist (all sizes together) (2+ instances only) --
master  instances  area, um2
nand4           5       46.3
inv             3       11.3
nand3          10       50.1
o21ai           8       40.0
dfxtp          27        541
nor2           17       63.8
o31ai           6       45.0
clkbuf          2       7.51
a21oi          17       85.1
nor4            4       25.0
nor4b           2       17.5
nand2          15       56.3
xnor2           2       17.5
a31o            4       35.0
or4             7       56.3
or3             7       43.8
a211oi          2       15.0
nand4b          2       17.5
buf             3       17.5
nand3b          2       15.0
xor2            4       35.0
and3            5       31.3
-- report_power, final --
group	switching, mW	total, mW	internal (mW)
clock	0.0845	0.158	0.0731
combinational	0.00745	0.0110	0.00356
sequential	0.00125	0.278	0.277
-- layer usage --
| layer | vias up | wire [um] | track usage (%) | part of all wire (%) |
|---|---|---|---|---|
| met5 | - | 0 | 0 | 0 |
| met4 | 0 | 35 | 0.745 | 1.2 |
| met3 | 2 | 52 | 0.469 | 1.8 |
| met2 | 11 | 1350 | 5.89 | 47 |
| met1 | 560 | 1450 | 5.40 | 50 |
| li1 | 646 | - | - | - |
-- worst paths after layout --
kind	start	to	slack (ns)	cells past startpoint
worst max-delay path	count[6]	count[17]	1.71	5
worst max register to register	count[6]	count[17]	1.71	5
worst min-delay path	count[21]	count[21]	0.50	2
worst min register to register	count[21]	count[21]	0.50	2
-- final cells by class --
type / instances / area (um2)
Fill cell: 1141 / 8630
Multi-Input combinational cell: 132 / 802
Sequential cell: 27 / 541
Tap cell: 136 / 170
Clock buffer: 4 / 45.0
Timing Repair Buffer: 4 / 35.0
Inverter: 3 / 11.3
-- kinds of logic (layout without fill, tap and decap cells) --
kind of cell | count (synthesis) | count (layout) | share of synthesized area, %
AOI/OAI and AO/OA | 44 | 44 | 20.1
xor gates and xnor gates | 6 | 6 | 3.81
adders and majority gates | 1 | 1 | 0.907
buffers and inverters | 8 | 11 | 2.63
DFF | 27 | 27 | 39.2
and+or+nand+nor | 81 | 81 | 33.4
-- per-stage QoR --
stage               instance area [um2]  utilization (%)  instances
global route                       1600             15.7        306
floorplan                          1380                -        167
finish                             1600             15.7        306
detailed placement                 1560             15.2        302
CTS                                1600             15.7        306
global placement                   1560             15.2        302
-- sequential cells by signal, indices dropped and copies added, names as in the netlist --
| signal | flops |
|---|---|
| count | 25 |
| done | 1 |
| started | 1 |
Power and IR drop assume default switching activity.
